[config.mk]
export PLATFORM = sky130hd
export DESIGN_NAME = imm_decode
export DESIGN_NICKNAME = imm_decode
export VERILOG_FILES = /design/flow/design.v
export SDC_FILE = /design/flow/constraint.sdc
export NUM_CORES = 4
export LEC_CHECK = 1
export CORE_AREA = 10 10 70 70
export DIE_AREA = 0 0 80 80
[constraint.sdc]
current_design imm_decode

set clk_period 2.1
set clk_io_pct 0.2

create_clock -name clk0 -period $clk_period

set non_clock_inputs [all_inputs -no_clocks]
set_input_delay [expr $clk_period * $clk_io_pct] -clock clk0 $non_clock_inputs
set_output_delay [expr $clk_period * $clk_io_pct] -clock clk0 [all_outputs]
[design.v]
module alu32(
    input [31:0] srcA, srcB,
    input [2:0] alu_control,
    output reg [31:0] alu_out,
    output alu_compare,
    output alu_zero);
  always @(*) begin  
    case (alu_control)
      3'b000: alu_out = srcA + srcB;  
      3'b001: alu_out = srcA - srcB;  
      3'b010: alu_out = srcA & srcB;  
      3'b011: alu_out = srcA >> srcB[4:0];  
      default: alu_out = 0;
    endcase
  end
  assign alu_compare = (srcA == srcB);
  assign alu_zero = (alu_out == 0);
endmodule
module control_unit(
    input  [6:0] opcode,
    input  [2:0] funct3,
    input  [6:0] funct7,
    output reg       BranchBeq,
    output reg       BranchJal,
    output reg       BranchJalr,
    output reg       RegWrite,
    output reg       MemToReg,
    output reg       MemWrite,
    output reg [2:0] ALUControl,
    output reg       ALUSrc,
    output reg [2:0] immControl);
localparam R_TYPE   = 7'b0110011;
localparam I_TYPE   = 7'b0010011;
localparam I_LOAD   = 7'b0000011;
localparam S_TYPE   = 7'b0100011;
localparam B_TYPE   = 7'b1100011;  
localparam JAL      = 7'b1101111;
localparam JALR     = 7'b1100111;
localparam ADD_V    = 7'b0001011;
localparam AVG_V    = 7'b0001011;
always @(*) 
begin
  BranchBeq   = 0;
  BranchJal   = 0;
  BranchJalr  = 0;
  RegWrite    = 0;
  MemToReg    = 0;
  MemWrite    = 0;
  ALUControl  = 3'b000;
  ALUSrc      = 0;
  immControl  = 3'b000;
  case (opcode)
    R_TYPE: begin
      RegWrite = 1;
      ALUSrc   = 0;
      if (funct3 == 3'b000) begin
        if (funct7 == 7'b0100000)
          ALUControl = 3'b001;  
        else
          ALUControl = 3'b000;  
      end
      else if (funct3 == 3'b111)
        ALUControl = 3'b010;  
      else if (funct3 == 3'b101)
        ALUControl = 3'b011;  
    end
    I_TYPE: begin
      RegWrite = 1;
      ALUSrc   = 1;
      ALUControl = 3'b000;
    end
    I_LOAD: begin
      RegWrite = 1;
      ALUSrc   = 1;
      MemToReg = 1;
      ALUControl = 3'b000;
    end
    S_TYPE: begin
      MemWrite = 1;
      ALUSrc   = 1;
      ALUControl = 3'b000;
    end
    B_TYPE: begin
      if (funct3 == 3'b000)
        BranchBeq = 1;
      else if (funct3 == 3'b100)
        BranchBeq = 1;
    end
    JAL: begin
      RegWrite  = 1;
      BranchJal = 1;
      immControl = 3'b101;
    end
    JALR: begin
      RegWrite  = 1;
      BranchJalr = 1;
      ALUSrc = 1;
      immControl = 3'b001;
    end
    ADD_V: begin
      RegWrite = 1;
      ALUSrc   = 0;
      if (funct3 == 3'b000)
        ALUControl = 3'b100;
      else if (funct3 == 3'b001)
        ALUControl = 3'b101;
    end
    default: begin
      RegWrite   = 0;
      MemToReg   = 0;
      MemWrite   = 0;
      BranchBeq  = 0;
      BranchJal  = 0;
      BranchJalr = 0;
      ALUSrc     = 0;
      ALUControl = 3'b000;
      immControl = 3'b000;
    end
  endcase
end
endmodule
module imm_decode(
    input  [31:0] instr,
    input  [2:0]  immControl,
    output reg [31:0] imm_out);
always @(*)
begin
    case (immControl)
        3'b000: imm_out = 0;  
        3'b001: imm_out =  {{20{instr[31]}}, instr[31:20]};  
        3'b010: imm_out = {{20{instr[31]}}, instr[31:25], instr[11:7]};  
        3'b011: imm_out = {{19{instr[31]}}, instr[31], instr[7], instr[30:25], instr[11:8], 1'b0};  
        3'b100: imm_out = {instr[31:12], 12'b0};  
        3'b101: imm_out = {{11{instr[31]}}, instr[31], instr[19:12], instr[20], instr[30:21], 1'b0};  
        default: imm_out = 32'b0;
    endcase
end
endmodule
module reg_file(
    input clk,
    input is_signal,
    input [4:0] rs1, rs2, res,
    input [31:0] wd,
    output [31:0] rd1, rd2);
  reg [31:0] regs [31:0];
  always @(posedge clk)
    if (is_signal && (res != 0))
      regs[res] <= wd;
  assign rd1 = (rs1 == 0) ? 0 : regs[rs1];
  assign rd2 = (rs2 == 0) ? 0 : regs[rs2];
endmodule
module mux2_1(input a, b, select,
                 output reg y);
  always@(*)
    if(select==0) y = a;
    else y = b;
endmodule
module adder32(
    input  [31:0] a, b,
    output [31:0] y
);
  assign y = a + b;
endmodule
[run.sh]
#!/bin/bash
# OpenROAD 26Q1-2900-gdf79404cd8, Yosys 0.63+post, stock flow scripts
make -C /OpenROAD-flow-scripts/flow DESIGN_CONFIG=/design/flow/config.mk WORK_HOME=/design/flow/orfs finish
==> results.toml <==
# flow metrics
[setup_path]
worstPathArrival_ns = 1.61
slowest_stage = "clkdlybuf4s50_1"
crit_path_start_kind = "input port"
path_cells = "clkdlybuf4s15_1, nor3b_2, buf_4, a21o_1, clkdlybuf4s50_1"
endpoint_kind = "primary output"
max_stage_delay_ns = 0.47
crit_required_ns = 1.68
path_max_fanout = 8
worstSetupPathType = "in -> out"

[layout]
mostFrequentLayoutCell = "clkdlybuf4s50_1"
n_clock_buffer = 0
most-common-layout-cells = "45 x clkdlybuf4s50_1, 16 x buf_4, 15 x nand2_1"
syn_to_final_growth_pct = 206
final_cell_area_sq_um = 1200
logic_area_sq_um = 398
layout-drive-gt1-share_pct = 24.3
utilization_pct = 35.0
seq_area_sq_um = 0
ff_count = 0
nFillCells = 339

[timing]
finalCriticalPeriod_ns = 2.03
slew_headroom_pct = 79.5
max_freq_mhz = 493
rsz0062_at_grt = "false"
slew_violations = 0
tns_ns = 0
finalHoldViolCount = 0
setup_viol = 0
fin_crit_sh_pct = 96.5
tightestPinTransition_ns = 0.306

[logic_synthesis]
yosys.area.top_type_share_pct = 15.4
ys_types = 22
yosys_warnings = 1
ys_cells = 66
synth_top_cell_by_area = "a21o_1"
syn_area_per_cell_sq_um = 5.91
synth_area_sq_um = 390
seq_area_frac_synth_pct = 0
area_leaders = "a21o_1 15%, nand2_1 14%, o21ai_0 13%"
netlist_instances = 66
ys_chip_area_sq_um = 390

[run]
openroad.warnings = 39
cap_violations = 0

[place]
dpl_cell_area_sq_um = 1130
hpwl_um = 2070
gp_congestion = 0.756
io_buffers = 60

[power]
p_leak_nw = 0.566
power_per_cell_area_nw_per_um2 = 196
total_power_mw = 0.235
ir_worst_vdd_uv = 33.6

[global_route]
use_met3_pct = 1.36
grt_usage_pct = 7.04
grt_overflow = 0
use_met1_pct = 8.37
grt_antenna_before_repair = 0
grt_pass1_vias = 699
grt_first_pass_wirelength_um = 3790
grt_use_met2_pct = 13.3
grt_max_degree = 12
grt-busiest-layer = "met2"

[die]
die_height_um = 80
num_rows = 21
chipArea_sq_um = 6400
io_pins = 67
core_area_sq_um = 3420
fp-utilization_pct = 11.4
die_w_um = 80

[detailed_routing]
num_vias = 742
diodes = 0
wl_um = 2410
wl_per_cell_um = 13.0
routed_via_density = 3.99
first_pass_iters = 4
drcViolationCount = 0
first_iter_violations = 20
ant_nets = 0

[outcome]
status = "finished, final reports clean"

[hold_path]
hold_class = "in -> out"
==> what timing repair did <==
| item | CTS | global route |
|---|---|---|
| gates resized | 42 | 6 |
| pin swaps | 3 | 1 |
| setup buffers | 2 | 3 |
| hold buffers | 0 | 0 |
| endpoints found under the setup margin | 32 | 13 |
==> metrics by stage <==
stage               instances  hold slack, ns  setup slack, ns
finish                    186            1.41           0.0729
global route              186            1.45          0.00306
CTS                       183            1.42         0.000174
detailed placement        181            1.78           -0.620
global placement          181            1.78           -0.558
floorplan                  66           0.853            0.571
==> final cells by class <==
| type | instances | area share, % |
|---|---|---|
| Timing Repair Buffer | 80 | 61.9 |
| Tap cell | 46 | 4.81 |
| Multi-Input combinational cell | 60 | 33.3 |
==> where the power goes <==
group	internal, mW	leakage, nW	total (mW)	switching [mW]
logic	0.164	0.566	0.235	0.0710
registers	0	0	0	0
clock network	0	0	0	0
==> synthesized netlist by cell type, drive strengths merged, types with 3 or more instances <==
master / number
buf: 5
nor2: 3
o21ai: 13
a21o: 8
nor2b: 3
nand2: 15
and2: 6
a22o: 3
==> routing by layer <==
metal / up-vias / share of wire [%] / wire length [um]
li1: 381 / - / -
met5: - / 0 / 0
met2: 26 / 51 / 1230
met1: 335 / 39 / 933
met4: 0 / 0 / 0
met3: 0 / 10 / 253
==> worst max-delay path, delay by kind of cell <==
kind | cells | cell delay, ns
buffers and inverters | 3 | 0.90
and+or+nand+nor | 1 | 0.19
AOI/OAI and AO/OA | 1 | 0.10
==> cell families after synthesis <==
logic type,Yosys count,share of synthesized area [%]
simple gates,31,42.6
compound gates,29,48.7
buf+inv,6,8.65
==> final timing paths <==
| kind | start | end | slack [ns] | cells past startpoint |
|---|---|---|---|---|
| setup / recovery | instr[31] | imm_out[16] | 0.07 | 5 |
| hold / removal | immControl[2] | imm_out[0] | 1.41 | 4 |
Power figures rest on the tool's default switching activity, not on a simulated workload.
